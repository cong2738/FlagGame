===== /design/flow/run.sh =====
#!/bin/bash
# OpenROAD 26Q1-2900-gdf79404cd8, Yosys 0.63+post, stock flow scripts
make -C /OpenROAD-flow-scripts/flow DESIGN_CONFIG=/design/flow/config.mk WORK_HOME=/design/flow/orfs finish

===== /design/flow/config.mk =====
export PLATFORM = sky130hd
export DESIGN_NAME = xorshift128
export DESIGN_NICKNAME = xorshift128
export VERILOG_FILES = /design/flow/design.v
export SDC_FILE = /design/flow/constraint.sdc
export NUM_CORES = 4
export LEC_CHECK = 1
export CORE_UTILIZATION = 30

===== /design/flow/constraint.sdc =====
current_design xorshift128

set clk_period 1.7
set clk_io_pct 0.2

create_clock -name clk0 -period $clk_period [get_ports {clk}]

set non_clock_inputs [all_inputs -no_clocks]
set_input_delay [expr $clk_period * $clk_io_pct] -clock clk0 $non_clock_inputs
set_output_delay [expr $clk_period * $clk_io_pct] -clock clk0 [all_outputs]

===== /design/flow/design.v =====
`timescale 1ns / 1ps
module xorshift128 (
    input              clk,
    input              rst,
    input              ce,
    input              seed_en,
    input      [127:0] seed,      
    output reg [ 31:0] rnd        
);
    reg [31:0] x, y, z, w;
    always @(posedge clk or posedge rst) begin
        if (rst) begin
            x <= 32'h12345678;
            y <= 32'h87654321;
            z <= 32'hABCDEF01;
            w <= 32'h10FEDCBA;
        end else if (seed_en) begin
            x <= seed[127:96];
            y <= seed[95:64];
            z <= seed[63:32];
            w <= seed[31:0];
        end else if (ce) begin
            reg [31:0] t;
            t = x ^ (x << 11);
            x   <= y;
            y   <= z;
            z   <= w;
            w   <= w ^ (w >> 19) ^ (t ^ (t >> 8));
            rnd <= w;
        end
    end
endmodule
module xorshift64 (
    input              clk,
    input              rst,
    input              ce,
    input              seed_en,
    input      [63:0]  seed,      
    output reg [31:0]  rnd        
);
    reg [31:0] x, y, z, w;
    always @(posedge clk or posedge rst) begin
        if (rst) begin
            x <= 32'h12345678;
            y <= 32'h87654321;
            z <= 32'hABCDEF01;
            w <= 32'h10FEDCBA;
        end else if (seed_en) begin
            x <= seed[63:48] ^ seed[31:16];  
            y <= seed[47:32] ^ seed[15:0];
            z <= seed[31:16] ^ seed[63:48];
            w <= seed[15:0]  ^ seed[47:32];
        end else if (ce) begin
            reg [31:0] t;
            t = x ^ (x << 11);
            x   <= y;
            y   <= z;
            z   <= w;
            w   <= w ^ (w >> 19) ^ (t ^ (t >> 8));
            rnd <= w;
        end
    end
endmodule

==> impl_metrics.env <==
# implementation run metrics
export IMPL_p_total_mw=11.4
export IMPL_fin_cells=1213
export IMPL_wirelength_mm=21.0
export IMPL_coreArea_um2=25300
export IMPL_max_slew_margin=0.730
export IMPL_antenna_found_initial=1
export IMPL_crit_family="buffers and inverters"
export IMPL_antenna_left=0
export IMPL_ios=164
export IMPL_ir_drop_mv=0.585
export IMPL_syn2layout_area_growth_pct=36.5
export IMPL_postCtsHoldBufs=0
export IMPL_dp_hpwl_mm=15.6
export IMPL_finalHoldViolations=0
export IMPL_ctsHtreeMaxLevel=4
export IMPL_ys_cells=704
export IMPL_p_leak_nw=4.39
export IMPL_dpl_cell_area_um2=9940
export IMPL_worstPathArrival_ns=1.26
export IMPL_cts_root_buf="clkbuf_16"
export IMPL_grt_overflow_total=0
export IMPL_hold_slack_ns=0.296
export IMPL_drv_slew=0
export IMPL_gp_congestion=0.859
export IMPL_setup_viol=0
export IMPL_tns_ns=0
export IMPL_grtUsageMet1=0.266
export IMPL_synth_flops=160
export IMPL_portBuffers=163
export IMPL_worstPathRequired_ns=1.36
export IMPL_setup_ws_ns=0.0979
export IMPL_yosys_stat_chipArea_um2=7740
export IMPL_maxCapViolations=0
export IMPL_slowest_stage="clkdlybuf4s50_1"
export IMPL_cp_max_fo=1
export IMPL_max_clock_path_buffers=2
export IMPL_use_met3=0.0600
export IMPL_via_per_inst=4.57
export IMPL_dp_cells=1179
export IMPL_cts_resized=0
export IMPL_critPathKind="reg2out"
export IMPL_critPathCaptureType="output pin"
export IMPL_drc=0
export IMPL_first_global_vias=5531
export IMPL_clkTransAtPathRegs_ns=0.06
export IMPL_cts_tree="built"
export IMPL_cp_slowest_stage_delay_ns=0.52
export IMPL_crit_chain="clkdlybuf4s50_1"
export IMPL_nFillCells=2404
export IMPL_fp_util=0.307
export IMPL_status="complete, no violations"
export IMPL_synth_avg_cell_area_um2=11.0
export IMPL_power_density_nw_per_um2=1080
export IMPL_die_width_um=163
export IMPL_ys_seq_frac=0.548
export IMPL_fin_crit_sh=0.942
export IMPL_rsz0062_at_grt="false"
export IMPL_numCtsBuffers=17
export IMPL_skew_ns=0.00603
export IMPL_hp_class="in2reg"
export IMPL_period_needed_ns=1.60
export IMPL_dp_slack_ns=0.0482
export IMPL_wl_per_cell_um=17.3
export IMPL_chipArea_um2=26500
export IMPL_worst_pin_slew_ns=0.402
export IMPL_std_cell_rows=58
export IMPL_grt_use_met2=0.241
export IMPL_die_height_um=163
export IMPL_clk_latency_ns=0.42
export IMPL_top_usage_layer="met1"
export IMPL_yosys_warnings=1
export IMPL_start_kind="flip-flop"
export IMPL_syn_area_um2=7740
export IMPL_post_cts_setup_buffers=0
export IMPL_crit_buf_inv=1
export IMPL_grt_usage=0.170
export IMPL_syn_inst=704
export IMPL_dr_first_iter_drc_count=310
export IMPL_ys_types=31
export IMPL_fin_area_um2=10600
export IMPL_fmax_mhz=624
export IMPL_grt_pass1_wl_mm=32.2
export IMPL_drive_above_1_share=0.144
export IMPL_drt_pass1_iter_count=4
export IMPL_warnings=26
export IMPL_via_count=5539
export IMPL_grt_max_degree=57
export IMPL_final_util=0.419
export IMPL_cts_sinks=160
## power breakdown
group | internal, mW | switching (mW)
clock network | 2.51 | 1.57
registers | 4.62 | 0.503
logic | 1.24 | 0.986
## cell families (layout without fill, tap and decap cells)
family	after synthesis	in the layout	synth area share
flip-flops	160	160	0.548
AND-OR/OR-AND	137	137	0.0979
other	0	2	0
buffers and inverters	53	230	0.0321
AND/OR/NAND/NOR	178	178	0.0994
multiplexers	108	108	0.140
XOR/XNOR	68	68	0.0832
## layout by cell type, fill, tap and decap left out, drive strengths merged
master | synthesis | final
clkdlybuf4s50 | 0 | 161
nand2 | 121 | 121
o21ai | 108 | 108
mux2i | 107 | 107
dfrtp | 66 | 66
dfstp | 62 | 62
xnor2 | 38 | 38
edfxtp | 32 | 32
buf | 31 | 30
xor2 | 27 | 27
clkbuf | 15 | 20
nor2 | 12 | 12
nand2b | 12 | 12
nor3 | 10 | 10
nor2b | 9 | 9
a22oi | 9 | 9
o31a | 7 | 7
clkinv | 1 | 6
inv | 6 | 6
nand3 | 5 | 5
a21oi | 5 | 5
and3 | 5 | 5
bufinv | 0 | 4
clkinvlp | 0 | 3
xnor3 | 3 | 3
a2bb2oi | 3 | 3
o211ai | 3 | 3
diode | 0 | 2
a21boi | 2 | 2
nor3b | 2 | 2
or3b | 2 | 2
mux2 | 1 | 1
## metal layers
metal,part of all wire,vias up
li1,-,2770
met1,0.46,2583
met2,0.43,171
met3,0.092,15
met4,0.015,0
met5,0,-
## worst paths after layout
check	slack, ns	to	start	cells past startpoint
worst max-delay path	0.1	rnd[27]	rnd[27]$_DFFE_PP_	1
max in group asynchronous	0.70	z[0]$_DFFE_PP1P_	rst	4
worst min-delay path	0.30	z[0]$_DFFE_PP1P_	seed_en	3
min in group asynchronous	0.42	z[5]$_DFFE_PP0P_	rst	3
worst min register to register	0.53	rnd[9]$_DFFE_PP_	w[9]$_DFFE_PP0P_	0
worst max register to register	0.1	w[16]$_DFFE_PP0P_	x[5]$_DFFE_PP1P_	4
## cells in the mapped netlist
master	n	area, µm²
or3b_1	2	17.5
nor3b_1	2	15.0
o31a_1	7	61.3
buf_2	25	125
nand2b_1	12	75.1
o21ai_0	108	541
xor2_2	1	16.3
xnor2_1	38	333
a2bb2oi_1	3	26.3
buf_1	1	3.75
xnor3_1	3	67.6
nor2b_1	9	56.3
dfrtp_1	66	1650
a21oi_1	5	25.0
dfstp_2	62	1630
edfxtp_1	32	961
mux2i_1	107	1070
o211ai_1	3	22.5
clkbuf_1	15	56.3
a22oi_1	9	67.6
and3_1	5	31.3
buf_4	5	37.5
clkinv_1	1	3.75
nor2_1	12	45.0
inv_1	6	22.5
nand3_1	5	25.0
xor2_1	26	228
nand2_1	121	454
mux2_2	1	11.3
nor3_1	10	50.1
a21boi_0	2	15.0
## final cells by class
cell class                 instances  area (µm²)  share of cell area
sequential                       160        4240               0.401
multi-input combinational        491        3270               0.309
timing repair buffer             191        1980               0.187
clock buffer                      20         447              0.0422
tap                              330         413              0.0391
clock inverter                    12         184              0.0174
inverter                           7        35.0             0.00331
antenna                            2        5.00            0.000473
## registers in the layout, summed over array words and instances, names as in the netlist
name	cells
rnd	32
y	32
z	32
x	32
w	32
Power is estimated from default activity; no workload was simulated.
