===== ./config.mk =====
export PLATFORM = sky130hd
export DESIGN_NAME = antialiasing
export DESIGN_NICKNAME = antialiasing
export VERILOG_FILES = /design/flow/design.v
export SDC_FILE = /design/flow/constraint.sdc
export NUM_CORES = 4
export LEC_CHECK = 1
export CORE_UTILIZATION = 40

===== ./constraint.sdc =====
current_design antialiasing

set clk_period 3.5
set clk_io_pct 0.2

create_clock -name clk0 -period $clk_period [get_ports {clk}]

set non_clock_inputs [all_inputs -no_clocks]
set_input_delay [expr $clk_period * $clk_io_pct] -clock clk0 $non_clock_inputs
set_output_delay [expr $clk_period * $clk_io_pct] -clock clk0 [all_outputs]

===== ./design.v =====
`timescale 1ns / 1ps
module antialiasing(
    input  logic       clk,
    input  logic       reset,
    input  logic [3:0] pixel_r_i,
    input  logic [3:0] pixel_g_i,
    input  logic [3:0] pixel_b_i,
    input  logic       de_i,
    input  logic       h_sync_i,
    input  logic       v_sync_i,
    output logic [3:0] pixel_r_o,
    output logic [3:0] pixel_g_o,
    output logic [3:0] pixel_b_o,
    output logic       de_o,
    output logic       h_sync_o,
    output logic       v_sync_o
);
    logic [3:0] prev_r[0:3];   
    logic [3:0] prev_g[0:3];
    logic [3:0] prev_b[0:3];
    always_ff @(posedge clk) begin
        if (de_i) begin
            prev_r[3] <= prev_r[2];
            prev_r[2] <= prev_r[1];
            prev_r[1] <= prev_r[0];
            prev_r[0] <= pixel_r_i;
            prev_g[3] <= prev_g[2];
            prev_g[2] <= prev_g[1];
            prev_g[1] <= prev_g[0];
            prev_g[0] <= pixel_g_i;
            prev_b[3] <= prev_b[2];
            prev_b[2] <= prev_b[1];
            prev_b[1] <= prev_b[0];
            prev_b[0] <= pixel_b_i;
        end
    end
    logic is_step_r, is_step_g, is_step_b;
    always_comb begin
        is_step_r = (pixel_r_i == prev_r[0]) && (prev_r[0] == prev_r[1]) && 
                    (prev_r[1] == prev_r[2]) && (prev_r[2] == prev_r[3]);
        is_step_g = (pixel_g_i == prev_g[0]) && (prev_g[0] == prev_g[1]) && 
                    (prev_g[1] == prev_g[2]) && (prev_g[2] == prev_g[3]);
        is_step_b = (pixel_b_i == prev_b[0]) && (prev_b[0] == prev_b[1]) && 
                    (prev_b[1] == prev_b[2]) && (prev_b[2] == prev_b[3]);
    end
    logic step_end_r, step_end_g, step_end_b;
    always_comb begin
        step_end_r = is_step_r && (pixel_r_i != prev_r[0]);
        step_end_g = is_step_g && (pixel_g_i != prev_g[0]);
        step_end_b = is_step_b && (pixel_b_i != prev_b[0]);
    end
    logic [3:0] smooth_r, smooth_g, smooth_b;
    always_comb begin
        if (step_end_r && de_i) begin
            smooth_r = (prev_r[0] + pixel_r_i) >> 1;
        end else if (is_step_r && de_i) begin
            case (prev_r[0][1:0])   
                2'b00: smooth_r = prev_r[0];
                2'b01: smooth_r = (prev_r[0] > 0) ? prev_r[0] - 1 : prev_r[0];
                2'b10: smooth_r = (prev_r[0] < 15) ? prev_r[0] + 1 : prev_r[0];
                2'b11: smooth_r = prev_r[0];
            endcase
        end else begin
            smooth_r = pixel_r_i;   
        end
        if (step_end_g && de_i) begin
            smooth_g = (prev_g[0] + pixel_g_i) >> 1;
        end else if (is_step_g && de_i) begin
            case (prev_g[0][1:0])
                2'b00: smooth_g = prev_g[0];
                2'b01: smooth_g = (prev_g[0] > 0) ? prev_g[0] - 1 : prev_g[0];
                2'b10: smooth_g = (prev_g[0] < 15) ? prev_g[0] + 1 : prev_g[0];
                2'b11: smooth_g = prev_g[0];
            endcase
        end else begin
            smooth_g = pixel_g_i;
        end
        if (step_end_b && de_i) begin
            smooth_b = (prev_b[0] + pixel_b_i) >> 1;
        end else if (is_step_b && de_i) begin
            case (prev_b[0][1:0])
                2'b00: smooth_b = prev_b[0];
                2'b01: smooth_b = (prev_b[0] > 0) ? prev_b[0] - 1 : prev_b[0];
                2'b10: smooth_b = (prev_b[0] < 15) ? prev_b[0] + 1 : prev_b[0];
                2'b11: smooth_b = prev_b[0];
            endcase
        end else begin
            smooth_b = pixel_b_i;
        end
    end
    always_ff @(posedge clk, posedge reset) begin
        if (reset) begin
            pixel_r_o <= '0;
            pixel_g_o <= '0;
            pixel_b_o <= '0;
            de_o <= '0;
            h_sync_o <= 1'b1;
            v_sync_o <= 1'b1;
        end else begin
            de_o <= de_i;
            h_sync_o <= h_sync_i;
            v_sync_o <= v_sync_i;
            pixel_r_o <= smooth_r;
            pixel_g_o <= smooth_g;
            pixel_b_o <= smooth_b;
        end
    end
endmodule

===== ./run.sh =====
#!/bin/bash
# OpenROAD 26Q1-2900-gdf79404cd8, Yosys 0.63+post, stock flow scripts
make -C /OpenROAD-flow-scripts/flow DESIGN_CONFIG=/design/flow/config.mk WORK_HOME=/design/flow/orfs finish

==> results_dict.tcl <==
# place-and-route summary
set metrics [dict create \
    status "finished, final reports clean" \
    reg2reg_from "prev_b[0][1]$_DFFE_PP_" \
    drive_above_1_share 0.1391 \
    avgRoutedWirePerCell_um 14.95 \
    regArea_um2 1819 \
    yosysTopAreaCell "edfxtp_1" \
    yosys_cells 222 \
    cts_buffers 9 \
    postSynthSeqShare 0.5976 \
    synth_top_area_share 0.4735 \
    synth_area_per_cell_um2 13.71 \
    die_area_um2 7963 \
    detail-route-antenna-nets 0 \
    ys_chip_area_um2 3044 \
    cts-htree-levels 3 \
    stdcell_count 365 \
    synthCells 222 \
    tns_ps 0 \
    row_count 31 \
    layout_top_cells "edfxtp_1, clkdlybuf4s50_1, ha_1" \
    grt_pass1_wl_mm 8.783 \
    fp-utilization 0.4175 \
    fin_crit_ps 2708 \
    critPathKind "primary input to flop" \
    coreArea_um2 7292 \
    viasPerCell 5.293 \
    num_vias 1932 \
    power.density_nw_per_um2 462.6 \
    ios 32 \
    leakagePower_nw 1.361 \
    post_cts_buffers 0 \
    finalHoldViolCount 0 \
    warnings 43 \
    nFillCells 650 \
    antenna_cells 0 \
    final_common_cell "edfxtp_1" \
    drt_iter0_drc 78 \
    grt_pass1_vias 1829 \
    antenna_found_initial 0 \
    fin_util 0.5026 \
    worst_slew_pin_slew_ps 716.6 \
    end_kind "flop" \
    start_kind "primary input" \
    placed_area_um2 3467 \
    period_used_share 0.7738 \
    hp-start "prev_b[2][1]$_DFFE_PP_" \
    synth_area_um2 3044 \
    cts_hold_buf 0 \
    drc 0 \
    wirelength_mm 5.458 \
    crit_required_ps 3720 \
    clock_latency_ps 330 \
    worstPathArrival_ps 2920 \
    cts.clk_slew.worst_paths_ps 70 \
    grt_overflow 0 \
    die_y_um 89.24 \
    numSynthFlops 63 \
    skew_ps 5.484 \
    numClockSinks 63 \
    drv_cap 0 \
    irDropWorstVdd_mv 0.1759 \
    rsz0062_at_grt "no" \
    root_buffer "clkbuf_8" \
    slew_headroom 0.5218 \
    topCellsByArea "edfxtp_1, dfrtp_1, ha_1" \
    syn2layout_area_growth_pct 20.39 \
    yosysUniqueCellTypes 41 \
    cp-startpoint "pixel_b_i[1]" \
    path_max_fanout 4 \
    grtUsageTotal 0.1547 \
    hp-class "flop to flop" \
    design_area_um2 3665 \
    finalSetupViolations 0 \
    yosys_warnings 4 \
    grt_max_degree 29 \
    firstDrtPassIters 4 \
    cts_tree "done" \
    fmax_ghz 0.3693 \
    routabilityCongestion 0.8608 \
    logic_area_um2 1155 \
    clockBufferDepth 2 \
    dp_cells 349 \
    maxSlewViolCount 0 \
    portBuffers 31 \
    hpwl_mm 3.672 \
    cts_resized 0 \
    fp.dieW_um 89.24 \
]
cell usage after synthesis:
cell type / count
a2111oi_0: 1
a21oi_1: 9
a221oi_2: 1
a22o_1: 1
a22oi_1: 2
a31o_2: 2
a41oi_1: 1
and3b_1: 3
buf_2: 2
clkbuf_1: 3
dfrtp_1: 13
dfstp_2: 2
edfxtp_1: 48
ha_1: 21
inv_1: 13
mux2_1: 2
mux2_2: 10
mux2i_1: 7
nand2_1: 6
nand2b_1: 2
nand3_1: 6
nand3b_1: 3
nand4_1: 11
nand4_2: 1
nor2_1: 4
nor2b_1: 5
nor3_1: 2
nor3b_1: 3
nor4b_1: 1
o2111ai_1: 2
o211ai_1: 2
o21ai_0: 6
o311ai_0: 2
o31ai_1: 5
o32a_1: 1
or3_1: 1
or4_1: 9
or4b_1: 2
or4b_2: 2
xnor2_1: 3
xor2_1: 2
worst max-delay path, stage by stage:
cell             delay [ps]
clkdlybuf4s50_1         440
ha_1                    300
or4b_1                  520
a2111oi_0               320
nand4_1                 300
mux2_2                  350
worst paths after layout:
path,end,slack [ps],depth (start not counted)
hold reg to reg,prev_b[3][1]$_DFFE_PP_,470,0
min in group asynchronous,pixel_r_o[2]$_DFF_PP0_,780,2
setup / recovery,pixel_b_o[3]$_DFF_PP0_,790,6
setup reg to reg,pixel_b_o[3]$_DFF_PP0_,1020,5
hold / removal,prev_b[3][1]$_DFFE_PP_,470,0
max in group asynchronous,pixel_b_o[3]$_DFF_PP0_,2270,2
routing by layer:
layer  GRT usage  vias to the layer above  share of wire
li1            -                      946              -
met1      0.2698                      933           0.50
met2      0.2179                       46           0.44
met3     0.03090                        7          0.045
met4     0.03030                        0          0.016
met5           0                        -              0
cell families (layout without fill, tap and decap cells):
family	count (synthesis)	in the layout	share of synthesized area
buf+inv	18	62	0.02302
xor+xnor	5	5	0.01439
compound gates	35	35	0.08097
mux	19	19	0.06741
simple gates	61	61	0.1303
flops	63	63	0.5976
fa+ha+maj	21	21	0.08631
registers in the layout (all words and copies together) (netlist names):
| register | flops |
|---|---|
| pixel_g_o | 4 |
| v_sync_o | 1 |
| prev_g | 16 |
| prev_r | 16 |
| de_o | 1 |
| pixel_b_o | 4 |
| prev_b | 16 |
| h_sync_o | 1 |
| pixel_r_o | 4 |
metrics by stage:
stage	power [W]	worst slack, ps	hold slack [ps]
3_5_place_dp	0.001099	517.1	458.2
6_report	0.001695	791.8	467.1
3_3_place_gp	0.001098	516.4	445.5
4_1_cts	0.001722	788.5	467.6
5_1_grt	0.001788	715.6	478.8
2_1_floorplan	0.001012	1119	424.4
cell type report:
| type | instances | share of cell area |
|---|---|---|
| Inverter | 13 | 0.01332 |
| Sequential cell | 63 | 0.4964 |
| Clock buffer | 9 | 0.03380 |
| Timing Repair Buffer | 33 | 0.08740 |
| Multi-Input combinational cell | 141 | 0.3151 |
| Clock inverter | 7 | 0.02014 |
| Tap cell | 99 | 0.03380 |
where the power goes:
part	switching, W	internal (W)
combinational	0.0000800	0.0000899
sequential	0.0000504	0.000862
clock	0.000285	0.000328
total	0.000415	0.00128
Power and IR drop assume default switching activity.
