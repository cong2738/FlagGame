==> ./design.v <==
`timescale 1ns / 1ps
module upscaler_interpolation (
    input  logic        clk_25MHz,
    input  logic        reset,
    input  logic [ 9:0] x_pixel,
    input  logic [ 9:0] y_pixel,
    input  logic [11:0] final_data,
    output logic [11:0] up_scale_data
);
    logic [11:0] line_buf_0 [0:319];   
    logic [11:0] line_buf_1 [0:319];   
    logic [8:0] qx;   
    logic [7:0] qy;   
    logic       fx;   
    logic       fy;   
    assign qx = x_pixel[9:1];    
    assign qy = y_pixel[9:1];    
    assign fx = x_pixel[0];
    assign fy = y_pixel[0];
    logic is_qvga_region;
    assign is_qvga_region = (x_pixel < 320) && (y_pixel < 240);
    integer i;
    always_ff @(posedge clk_25MHz or posedge reset) begin
        if (reset) begin
            for (i = 0; i < 320; i = i + 1) begin
                line_buf_0[i] <= 12'h000;
                line_buf_1[i] <= 12'h000;
            end
        end else begin
            if (is_qvga_region && (fx == 1'b0) && (fy == 1'b0)) begin
                if (qy[0] == 1'b0) begin
                    line_buf_0[qx] <= final_data;
                end else begin
                    line_buf_1[qx] <= final_data;
                end
            end
        end
    end
    logic [11:0] A, B, C, D;
    always_comb begin
        A = line_buf_0[qx];
        B = (qx < 319) ? line_buf_0[qx + 1] : line_buf_0[qx];
        C = line_buf_1[qx];
        D = (qx < 319) ? line_buf_1[qx + 1] : line_buf_1[qx];
    end
    logic [5:0] r_sum, g_sum, b_sum;
    logic [3:0] r_out, g_out, b_out;
    always_comb begin
        if (!is_qvga_region) begin
            up_scale_data = 12'h000;
        end else begin
            r_sum = A[11:8] + B[11:8] + C[11:8] + D[11:8];
            g_sum = A[7:4]  + B[7:4]  + C[7:4]  + D[7:4];
            b_sum = A[3:0]  + B[3:0]  + C[3:0]  + D[3:0];
            if ((fx == 1'b0) && (fy == 1'b0)) begin
                up_scale_data = A;
            end else if ((fx == 1'b1) && (fy == 1'b0)) begin
                r_out = (A[11:8] + B[11:8]) >> 1;
                g_out = (A[7:4]  + B[7:4])  >> 1;
                b_out = (A[3:0]  + B[3:0])  >> 1;
                up_scale_data = {r_out, g_out, b_out};
            end else if ((fx == 1'b0) && (fy == 1'b1)) begin
                r_out = (A[11:8] + C[11:8]) >> 1;
                g_out = (A[7:4]  + C[7:4])  >> 1;
                b_out = (A[3:0]  + C[3:0])  >> 1;
                up_scale_data = {r_out, g_out, b_out};
            end else begin
                r_out = r_sum[5:2];    
                g_out = g_sum[5:2];
                b_out = b_sum[5:2];
                up_scale_data = {r_out, g_out, b_out};
            end
        end
    end
endmodule
==> ./run.sh <==
#!/bin/bash
# OpenROAD 26Q1-2900-gdf79404cd8, Yosys 0.63+post, stock flow scripts
make -C /OpenROAD-flow-scripts/flow DESIGN_CONFIG=/design/flow/config.mk WORK_HOME=/design/flow/orfs finish
==> ./config.mk <==
export PLATFORM = sky130hd
export DESIGN_NAME = upscaler_interpolation
export DESIGN_NICKNAME = upscaler_interpolation
export VERILOG_FILES = /design/flow/design.v
export SDC_FILE = /design/flow/constraint.sdc
export NUM_CORES = 4
export LEC_CHECK = 1
export CORE_UTILIZATION = 40
export SYNTH_HDL_FRONTEND = slang
==> ./constraint.sdc <==
current_design upscaler_interpolation

set clk_period 252.2
set clk_io_pct 0.2

create_clock -name clk0 -period $clk_period [get_ports {clk_25MHz}]

set non_clock_inputs [all_inputs -no_clocks]
set_input_delay [expr $clk_period * $clk_io_pct] -clock clk0 $non_clock_inputs
set_output_delay [expr $clk_period * $clk_io_pct] -clock clk0 [all_outputs]
==> results.txt <==
status -> finished, violations left
violated checks -> capacitance limit, slew limit
flip-flops with a built-in enable -> 0
Sw Pwr -> 0.0006505 W
Placed Area -> 381600 sq um
router iterations before antenna repair -> 5
synth warn -> 0
Worst path slowest cell -> buf_4
Seq share, synth -> 50.46%
Yosys cell types -> 105
vias per inst -> 6.021
min-delay worst type -> flip-flop to flip-flop
prevailing post-synth register cell -> dfrtp_1
DIE WIDTH -> 977.8 microns
post-route cell area -> 410100 sq um
CP Launch Type -> primary input
crit path DRT -> 201.76 ns
setup_tns -> 0 ns
via count -> 206.2k
placer congestion estimate -> 0.9870
RSZ-0062 raised after global routing -> false
Pre-Place Util -> 40.11%
post-route antenna net violation count -> 0
Power Dens Cells -> 6.569 nW/um^2
ys cells -> 24.74k
core footprint -> 949600 sq um
min Tclk post-route -> 112.99 ns
first-pass GRT wire length -> 1707 mm
Synth async-reset ratio -> 100.0%
Clock Power Share -> 47.2%
CP Buf/Inv Count -> 12
worst reg2reg endpoint -> line_buf_1[2488]
largest net degree at the start of global routing -> 130
CP Class -> primary input to output pin
Worst path max stage delay -> 0.73 ns
Period Utilization, post-route -> 44.80%
launching point of the worst reg2reg path -> line_buf_1[2488]
Yosys Chip Area -> 380900 sq um
GRT Overall Usage -> 26.66%
synthesized area -> 380900 sq um
dpl ws -> 139.23 ns
critical path's top delay family -> buffers and inverters
root buffer cell -> clkbuf_16
Hold Path End -> line_buf_1[881]
CTS tree -> built
Residual DRC -> 0
io pins -> 46
post-CTS setup buffers -> 0
WL per Instance -> 34.41 microns
hold buffers post-CTS -> 0
Post-DP HPWL -> 775.7 mm
IO buf count -> 43
Comb power frac -> 7.0%
skew final -> 0 ns
Die Ht -> 977.8 microns
Total Power -> 0.002694 W
Final Hold Violating Endpoints -> 0
chip area -> 956100 sq um
Internal Pwr Total -> 0.002043 W
Post-Layout Cell Count -> 34.24k
Bufs on Longest Clock Path -> 5
maxcap violations -> 1
maximum vdd ir drop -> 0.000006334 V
ys flops -> 7680
Worst Hold Depth -> 0
CP Capture Type -> output pin
Log Warnings -> 102
Clock Pin Slew Worst Setup and Hold Paths -> 0.05 ns
Least-Margin Pin Slew -> 1.529 ns
Syn Area/Cell -> 15.40 sq um
r2r worst-path depth -> 1
final worst setup slack -> 139.21 ns
Sink Count -> 7680
R2R setup slack -> 251.39 ns
Inst Count DP -> 32.66k
FP Rows -> 358
CP max FO -> 77
hold wc startpoint -> line_buf_1[881]
DRT Wirelength -> 1178 mm
Seq pwr share -> 45.8%
Critical Path AT -> 62.55 ns
share of layout cells above drive strength 1 -> 51.28%
max-slew violation count -> 2
post-cts gate resize count -> 0
area grow syn2layout -> 7.677%
Worst slew margin -> -3.032%
vias in the first global route -> 227.0k
final setup violation count -> 0
grt total ovfl -> 0
Worst path most repeated cell -> buf_4
Post-Synthesis Cells -> 24.74k
sw frac -> 24.15%
Initial DRC Count -> 13.75k
total CTS buffers -> 847
max frequency -> 0.008850 GHz
P_leak -> 184.4 nW
CTS H-Tree Depth -> 6
Worst-Skew Late Latency -> 1.15 ns
initial antenna violation count -> 93
[cell families (layout without fill, tap and decap cells)]
group / Yosys count / after routing / synth area share, %
AOI/OAI and AO/OA: 920 / 920 / 1.757
xor gates and xnor gates: 26 / 26 / 0.06866
adders and majority gates: 55 / 55 / 0.2221
buffers and inverters: 5949 / 2758 / 6.791
DFF: 7680 / 7680 / 50.46
muxes: 8697 / 8697 / 39.07
other: 0 / 96 / 0
and+or+nand+nor: 1408 / 1408 / 1.635
[through the flow]
| stage | hold WS, ns | utilization [%] |
|---|---|---|
| 2_1_floorplan | 0.4373 | - |
| 3_3_place_gp | 0.3742 | 40.18 |
| 3_5_place_dp | 0.3802 | 40.18 |
| 4_1_cts | 0.3934 | 43.16 |
| 5_1_grt | 0.3981 | 43.17 |
| 6_report | 0.3877 | 43.19 |
[power by group through the flow]
stage / Sequential (W) / Clock (W) / Combinational, W
finish: 0.00123 / 0.00127 / 0.000190
global route: 0.00123 / 0.00134 / 0.000202
CTS: 0.00123 / 0.00130 / 0.000190
[placed cells by master (no fill, tap or decap), types with 17 or more instances in the layout]
master	Yosys	layout
nand3_1	153	152
mux2_2	3856	3856
o22ai_1	45	45
fa_1	21	21
bufinv_16	0	81
clkdlybuf4s50_1	0	22
a211oi_1	19	17
clkbuf_1	4686	172
inv_1	45	41
clkinvlp_4	0	17
a311oi_1	19	19
and2_1	20	18
ha_1	34	33
mux2i_1	293	293
nor4_1	19	17
a32oi_1	37	37
clkbuf_16	0	852
a21oi_1	146	141
buf_12	18	51
nor3_1	52	45
clkinv_2	0	136
and3_1	43	42
o211ai_1	28	28
a221oi_1	64	64
a22oi_1	244	244
nor2_1	289	254
o21ai_0	56	54
diode_2	0	96
clkbuf_8	0	196
a22o_1	58	58
a31oi_1	57	53
nand2_1	687	682
dfrtp_1	7680	7680
nand4_1	58	58
mux4_2	4538	4538
nor2_2	0	21
buf_4	200	1131
[routing by layer]
layer,global-route usage [%],vias to the layer above,wire length (microns)
met4,11.51,127,67260
met1,33.35,110000,405400
met5,3.002,-,4090
met2,35.29,10140,500400
li1,-,83480,-
met3,19.90,2425,201000
[layout make-up]
type                    count  area (sq um)
diodes                     96         240.2
clock buffers            1220         24660
clock inverters           264          3643
fillers                 81300        539500
inverters                  51         215.2
multi-input cells       11110        163400
flip-flops and latches   7680        192200
well taps               12600         15770
repair buffers           1223         10030
[sequential cells by signal (all words and copies together), names as in the netlist]
name,cells
line_buf_0,3840
line_buf_1,3840
[worst max-delay path by stage]
stage | from | end | cells past startpoint
4_1_cts | x_pixel[1] | up_scale_data[9] | 31
5_1_grt | x_pixel[1] | up_scale_data[11] | 32
6_report | x_pixel[1] | up_scale_data[11] | 32
[cells in the mapped netlist (all sizes together), types with 8 or more instances]
cell type | n | share of area (%)
a41oi | 9 | 0.021
o211ai | 28 | 0.055
ha | 34 | 0.11
nor2 | 290 | 0.29
a21oi | 151 | 0.21
and3 | 43 | 0.071
a31o | 8 | 0.018
mux2 | 3857 | 11
a211oi | 22 | 0.047
dfrtp | 7680 | 50
a22o | 58 | 0.13
a22oi | 244 | 0.48
a221oi | 67 | 0.16
nor3b | 8 | 0.018
clkbuf | 4687 | 4.6
nor4 | 21 | 0.038
xnor2 | 19 | 0.051
buf | 1210 | 2.1
or2 | 8 | 0.013
a32oi | 37 | 0.085
or3 | 13 | 0.021
mux4 | 4547 | 27
o31ai | 10 | 0.020
and2 | 22 | 0.036
a31oi | 57 | 0.094
a2111oi | 9 | 0.023
nor3 | 54 | 0.075
a311oi | 19 | 0.044
nand4 | 58 | 0.095
nand3 | 154 | 0.20
o22ai | 45 | 0.074
inv | 50 | 0.049
o21ai | 69 | 0.091
nor2b | 13 | 0.021
mux2i | 293 | 0.77
fa | 21 | 0.11
nand2b | 11 | 0.018
nand2 | 688 | 0.68
Power is estimated from default activity; no workload was simulated.
